File: flow/config.mk
export PLATFORM = sky130hd
export DESIGN_NAME = NW_pipereg
export DESIGN_NICKNAME = NW_pipereg
export VERILOG_FILES = /design/flow/design.v
export SDC_FILE = /design/flow/constraint.sdc
export NUM_CORES = 4
export LEC_CHECK = 1
export CORE_AREA = 10 10 104 104
export DIE_AREA = 0 0 114 114
export SYNTH_HDL_FRONTEND = slang
File: flow/constraint.sdc
current_design NW_pipereg

set clk_period 3.1
set clk_io_pct 0.2

create_clock -name clk0 -period $clk_period [get_ports {clk}]

set non_clock_inputs [all_inputs -no_clocks]
set_input_delay [expr $clk_period * $clk_io_pct] -clock clk0 $non_clock_inputs
set_output_delay [expr $clk_period * $clk_io_pct] -clock clk0 [all_outputs]
File: flow/design.v
typedef enum integer { VC, LOCHSIDE, ISLAY } router_t;
typedef bit unsigned [3:0] priority_type;
typedef logic [2-1:0] vc_index_t;
typedef logic [5-1:0] output_port_t;
typedef logic [2-1:0] vc_t;
typedef logic [32-1:0] data_t;
typedef logic signed [2:0] x_displ_t;
typedef logic signed [2:0] y_displ_t;
typedef logic unsigned [4-1:0] flit_pri_t;
typedef struct packed 
	{
	 vc_index_t credit;
	 logic credit_valid;
	 } chan_cntrl_t;
typedef struct packed
	{
	 logic measure;         
	 integer flit_id;       
	 integer packet_id;     
	 integer inject_time;   
	 integer hops;          
	 integer xdest, ydest;  
	 integer xsrc, ysrc;    
	 } debug_flit_t;
typedef struct packed
	{
	 logic valid;	   
	 logic tail;
	 output_port_t output_port;
	 x_displ_t x_disp;
	 y_displ_t y_disp;
	 vc_t vc_id;
	 } control_flit_t;
typedef struct packed
	{
	 data_t data;
	 control_flit_t control;
	 } flit_t;
typedef struct 
  {
    integer total_latency;
    integer total_hops;
    integer min_latency, max_latency;
    integer min_hops, max_hops;
    integer measure_start, measure_end, flit_count; 
    integer total_lat_for_hop_count [(4+4):0];
    integer total_packets_with_hop_count [(4+4):0];
    integer lat_freq[100:0];
   } sim_stats_t;
parameter MAXINT = 2^32-1;
 typedef flit_t reg_t;
module NW_pipereg (push, pop, data_in, data_out, ready, valid, clk, rst_n);
   input push, pop, clk, rst_n;
   input reg_t data_in;
   output reg_t data_out;
   output valid, ready;
   logic  valid;
   reg_t r;
   always@(posedge clk) begin
      if (!rst_n) begin
	 valid<=1'b0;
      end else begin
	 assert (!(push & !ready)) else $fatal;
	 if (pop) begin
	 end
	 if (push) begin
	    r <= data_in;
	    valid<=1'b1;
	 end else begin
	    if (pop) begin
	       valid<=1'b0;
	    end
	 end
      end
   end  
   assign ready = !valid || pop ;
   assign data_out = r;
endmodule  
File: flow/run.sh
#!/bin/bash
# OpenROAD 26Q1-2900-gdf79404cd8, Yosys 0.63+post, stock flow scripts
make -C /OpenROAD-flow-scripts/flow DESIGN_CONFIG=/design/flow/config.mk WORK_HOME=/design/flow/orfs finish
==> impl_metrics.yaml <==
# generated from flow reports
synth:
  ys_seq_elements: 48
  ys_area_um2: 1470
  postSynthAreaPerCell_um2: 28.2
  yosys_cells: 52
  ys_warn_count: 0
  synthDistinctLibCells: 6
  netlist_area_um2: 1470
  syn_inst: 52
  yosysSeqAreaShare: 0.976
setup_path:
  cp.required_ns: 2.48
  end_kind: "output port"
  reg2regPathDepth: 2
  worstPathMaxFanout: 2
  reg2reg_to: "valid"
  rrSetupSlack_ns: 2.48
  path_class: "in -> out"
  arrival_ns: 1.67
  endpoint: "ready"
  crit_start: "pop"
  r2r-start: "valid"
  cp-start-kind: "input pin"
clock_network:
  cts_hold_buf: 0
  cts_buffer_depth: 2
  post-cts-setup-buffer-count: 0
  cts_tree: "built"
  clock_latency_ns: 0.28
  clk_pin_slew_ns: 0.08
  htreeDepth: 2
  cts_resized: 0
  cts_root_buffer: "clkbuf_8"
  clock_sinks: 48
  cts_made_buffers: 5
timing:
  final.min_clock_period_ns: 2.29
  slew_viol_final: 0
  max_freq_mhz: 437
  skew_ns: 0
  fin_crit_sh: 0.738
  rsz0062_at_grt: "false"
  tightest_slew_ns: 0.246
  hold_viol_final: 0
  slew_headroom: 0.836
  fin_tns_setup_ns: 0
  hold_ws_ns: 0.496
  finalSetupViolations: 0
place:
  port_buffers: 99
  dp.cells: 260
  placed_area_um2: 2610
  place.gp.congestion: 0.717
global_route:
  antenna_found_initial: 0
  grt_pass1_vias: 1022
  grt_max_degree: 48
  grt_first_pass_wirelength_um: 6370
  grt.total_usage: 0.0653
  gr-total-overflow: 0
cells_and_area:
  drive_gt1_frac: 0.0563
  finish.instance_area_um2: 2690
  syn2layout_area_growth_pct: 83.7
  fin_cells: 268
  nFillCells: 861
flow_run:
  openroad.warnings: 25
  cap_violations: 0
drt:
  routed_via_density: 3.37
  ant_nets: 0
  antenna-diode-count: 0
  drtPass1Iterations: 4
  wirelength_um: 4420
  wl_per_cell_um: 16.5
  vias: 902
  drt_iter0_drc: 18
  drc: 0
min_path:
  min_path_type: "reg -> reg"
  hold_depth: 2
floorplanning:
  die_width_um: 114
  num_io_pins: 100
  die_area_um2: 13000
  die_h_um: 114
  rows: 34
  core_um2: 8680
  fp_util: 0.169
pwr:
  power_density_nw_per_um2: 469
  leakagePower_nw: 0.905
  ir_worst_vdd_mv: 0.157
status:
  outcome: "complete, no violations"
[layout by cell type, fill, tap and decap left out]
cell type,Yosys,routed
dfxtp_1,1,1
clkbuf_1,0,2
and2_2,0,1
clkbuf_8,0,5
buf_12,0,1
clkinv_1,0,1
inv_1,1,1
edfxtp_1,47,47
clkdlybuf4s50_1,0,99
a21boi_2,1,1
nand2b_4,1,1
[routing by layer]
metal	track usage	wire [um]	vias to the layer above	part of all wire
met2	0.115	2360	58	0.53
li1	-	-	417	-
met5	0	0	-	0
met1	0.0706	1560	427	0.35
met4	0.00334	0	0	0
met3	0.0367	500	0	0.11
[sequential cells by signal, summed over array words and instances, names as in the netlist]
register,count
data_out,47
valid,1
[where the power goes]
group | switching, mW | internal [mW] | leakage (nW)
Sequential | 0.0136 | 0.760 | 0.449
Clock | 0.179 | 0.157 | 0.0399
Combinational | 0.0309 | 0.124 | 0.416
[synthesized netlist by cell type (all sizes together)]
cell type / number / share of area
edfxtp: 47 / 0.96
a21boi: 1 / 0.0077
nand2b: 1 / 0.0094
and2: 1 / 0.0043
dfxtp: 1 / 0.014
inv: 1 / 0.0026
[area by class of cell]
cell class	count	area (um2)	share of cell area
flip-flops and latches	48	1430	0.531
inverters	1	3.75	0.00139
clock inverters	1	3.75	0.00139
clock buffers	7	76.3	0.0283
well taps	108	135	0.0502
repair buffers	100	1010	0.375
multi-input cells	3	32.5	0.0121
[critical path: stages]
cell and delay (ns):
clkdlybuf4s50_1 0.46, nand2b_4 0.12, clkdlybuf4s50_1 0.47
[per-stage QoR]
| stage | utilization | setup slack, ns | power, mW |
|---|---|---|---|
| 6_report | 0.310 | 0.814 | 1.26 |
| 5_1_grt | 0.310 | 0.773 | 1.34 |
| 4_1_cts | 0.310 | 0.801 | 1.30 |
| 3_5_place_dp | 0.301 | 0.803 | 0.951 |
| 3_3_place_gp | 0.301 | 0.803 | 0.950 |
| 2_1_floorplan | - | 0.943 | 0.787 |
[logic make-up after synthesis]
logic type	count (synthesis)	synth area share
buffers and inverters	1	0.00256
AND-OR/OR-AND	1	0.00768
AND/OR/NAND/NOR	2	0.0137
flip-flops	48	0.976
[worst min path at each step]
| stage | start | endpoint | slack [ns] |
|---|---|---|---|
| 6_report | valid | valid | 0.50 |
| 5_1_grt | valid | valid | 0.52 |
| 4_1_cts | valid | valid | 0.50 |
No activity file was given, so power comes from the tool's default toggle rates.
